**/design/flow/design.v**
```verilog
module divider (
    input  [63:0] a,
    input  [63:0] b,
    output [63:0] result
);
    assign result = b != 0 ? a / b : 64'd0;
endmodule
```
**/design/flow/constraint.sdc**
```tcl
current_design divider

set clk_period 1217.2
set clk_io_pct 0.2

create_clock -name clk0 -period $clk_period

set non_clock_inputs [all_inputs -no_clocks]
set_input_delay [expr $clk_period * $clk_io_pct] -clock clk0 $non_clock_inputs
set_output_delay [expr $clk_period * $clk_io_pct] -clock clk0 [all_outputs]
```
**/design/flow/run.sh**
```bash
#!/bin/bash
# OpenROAD 26Q1-2900-gdf79404cd8, Yosys 0.63+post, stock flow scripts
make -C /OpenROAD-flow-scripts/flow DESIGN_CONFIG=/design/flow/config.mk WORK_HOME=/design/flow/orfs finish
```
**/design/flow/config.mk**
```make
export PLATFORM = sky130hd
export DESIGN_NAME = divider
export DESIGN_NICKNAME = divider
export VERILOG_FILES = /design/flow/design.v
export SDC_FILE = /design/flow/constraint.sdc
export NUM_CORES = 4
export LEC_CHECK = 1
export CORE_UTILIZATION = 40
```
==> results.json <==
{
  "run_status": "finished, violations left",
  "failed_checks": "capacitance limit, slew limit",
  "min_path_cells": 5,
  "highest_layer": "met5",
  "syn_avg_cell_area_um2": 6.54,
  "final.fill_count": 32000,
  "max-vdd-ir-drop_mv": 0.000292,
  "fp.dieArea_um2": 305000,
  "post_route_cells_drive_above_1_share_pct": 6.40,
  "post_place_worst_slack_ns": 511.85,
  "layout.sequential_cells": 0,
  "ctsHoldBuffers": 0,
  "post_synth_instance_area_um2": 121000,
  "synth-xor-area-share_pct": 11.2,
  "yosys.cell_count.top_type": "nand2_1",
  "postCtsSetupRepairBufs": 0,
  "synth_cell_type_count": 105,
  "die_h_um": 552,
  "grt_pass1_vias": 137000,
  "synthAoiAreaFrac_pct": 34.3,
  "simple_gate_area_share_pct": 27.0,
  "synth_cells": 18500,
  "powerDensity_nw_per_um2": 0.545,
  "yosys-mux-area-fraction_pct": 2.17,
  "die_width_um": 552,
  "critical_path_arrival_ns": 470.77,
  "timing.setup.tns_ns": 0,
  "tool_warnings": 33,
  "leading_cell_types_by_count_after_synthesis": "2,208 x nand2_1, 2,122 x nor2_1, 2,081 x ha_1",
  "antenna_violations_before_repair": 50,
  "boundaryPins": 192,
  "grtUsageTotal_pct": 45.3,
  "relSlewSlack_pct": -15.5,
  "static-leakage-power_nw": 60.5,
  "setup_viol": 0,
  "wl_per_cell_um": 31.4,
  "setup_slack_ns": 502.99,
  "rsz_0062_raised_after_global_routing": "false",
  "seq_area_frac_synth_pct": 0,
  "detail_route.vias_per_cell": 6.62,
  "finalWeightedCongestion": 1.17,
  "hold_violations": 0,
  "switching_share_pct": 62.4,
  "yosys-stat-cells": 18500,
  "power.switching_uw": 44.4,
  "number_of_drc_violations_after_detailed_routing_iteration_0": 18200,
  "cts_repair_resize_count": 0,
  "worstPathMaxFanout": 50,
  "largest_area_cell": "ha_1",
  "place_hpwl_mm": 594,
  "post-synth-top-area-fraction_pct": 21.5,
  "clock.fmax_mhz": 1.40,
  "critical_path.max_stage_delay_ns": 1.35,
  "finalWirelength_mm": 711,
  "end_kind": "output port",
  "worst-slew-pin-transition_ns": 1.73,
  "maxCapViolCount": 2,
  "grt_max_degree": 53,
  "detail-route-antenna-nets": 0,
  "vias": 150000,
  "yosysWarningCount": 0,
  "cp_data_required_time_ns": 973.76,
  "hold_class": "in2out",
  "synth.comb.largest_family": "AND-OR/OR-AND gates",
  "seqCellArea_um2": 0,
  "timing.setup.critical_path_class": "in2out",
  "post_synth_main_area_contributors": "ha_1 22%, a21oi_1 7.0%, nand2_1 6.8%",
  "portBuffers": 192,
  "most_prevalent_standard_cell_on_the_critical_path": "ha_1",
  "met3WireLength_mm": 86.8,
  "fa_ha_area_share_pct": 21.5,
  "route.layer.met1.wl_mm": 294,
  "synth-area-yosys_um2": 121000,
  "layout_min_cycle_time_ns": 714.21,
  "layout-area-overhead-vs-synth_pct": 7.92,
  "drt_pass1_iterations": 7,
  "power_report.internal_total_uw": 26.7,
  "report.final.slew_viol_count": 12,
  "row_count": 201,
  "layout_utilization_pct": 43.5,
  "grt_first_pass_wirelength_mm": 997,
  "clock_buffer_count": 0,
  "critPathLaunchType": "input pin",
  "core_um2": 301000,
  "core_utilization_before_placement_pct": 40.3,
  "drc_markers": 0,
  "gr-total-overflow": 0,
  "met2_length_mm": 280,
  "timing.critical_path.slowest_stage_cell": "nor2_1",
  "final_min_period_over_clock_period_pct": 58.7
}
## worst max-delay path: cells and delay by family
family	cells	cell delay [ns]
compound gates	384	120.36
fa+ha+maj	63	21.46
buf+inv	72	20.28
mux	5	1.89
simple gates	214	62.02
## cell type report
type                       count  area [µm²]  share of cell area (%)
multi-input combinational  17300      117000                    89.5
timing repair buffer         761        6210                    4.75
tap                         3958        4950                    3.79
inverter                     643        2460                    1.88
antenna                       31        77.6                  0.0594
## metrics by stage
| step | power [mW] | cells | hold slack, ns | cell area, µm² |
|---|---|---|---|---|
| 6_report | 0.0712 | 22600 | 488.15 | 131000 |
| 5_1_grt | 0.0766 | 22600 | 488.23 | 131000 |
| 4_1_cts | 0.0690 | 22600 | 488.15 | 131000 |
| 3_5_place_dp | 0.0685 | 22600 | 488.14 | 131000 |
| 3_3_place_gp | 0.0694 | 22600 | 488.15 | 131000 |
| 2_1_floorplan | 0.0489 | 18500 | 486.95 | 121000 |
## metal layers
| metal | up-vias | GRT usage [%] |
|---|---|---|
| li1 | 69100 | - |
| met1 | 70000 | 61.2 |
| met2 | 8731 | 63.9 |
| met3 | 1928 | 13.5 |
| met4 | 60 | 25.1 |
| met5 | - | 0 |
## cells by family after synthesis
| kind of cell | after synthesis |
|---|---|
| multiplexers | 243 |
| AND-OR/OR-AND | 6325 |
| AND/OR/NAND/NOR | 7065 |
| adder cells (fa/ha/maj) | 2081 |
| buffers and inverters | 1255 |
| XOR/XNOR | 1542 |
## path summary, 6_finish.rpt
path / startpoint / to / slack [ns]
setup / recovery: b[46] / result[0] / 502.99
hold / removal: a[63] / result[63] / 488.15
## placed cells by master (no fill, tap or decap), drive strengths merged, types with 69 or more instances in the layout
| cell type | n |
|---|---|
| xor2 | 614 |
| a31oi | 295 |
| buf | 569 |
| ha | 2081 |
| o21ai | 1183 |
| nand2b | 204 |
| o21bai | 213 |
| nand4 | 240 |
| nand2 | 2209 |
| o211ai | 186 |
| nor2b | 256 |
| mux2 | 158 |
| a211o | 79 |
| inv | 630 |
| a21o | 792 |
| clkdlybuf4s50 | 192 |
| and2 | 173 |
| a21oi | 1706 |
| o31ai | 162 |
| nand3 | 477 |
| or3 | 201 |
| or2 | 146 |
| mux2i | 85 |
| xnor2 | 928 |
| a211oi | 212 |
| o21a | 439 |
| a21boi | 69 |
| and3 | 184 |
| nor3 | 537 |
| o22ai | 73 |
| nor4 | 101 |
| nor2 | 2122 |
Power figures rest on the tool's default switching activity, not on a simulated workload.
