## design/flow/design.v

```verilog
module subtractor (
    input  [63:0] a,
    input  [63:0] b,
    output [63:0] result
);
    assign result = a - b;
endmodule
```

## design/flow/run.sh

```bash
#!/bin/bash
# OpenROAD 26Q1-2900-gdf79404cd8, Yosys 0.63+post, stock flow scripts
make -C /OpenROAD-flow-scripts/flow DESIGN_CONFIG=/design/flow/config.mk WORK_HOME=/design/flow/orfs finish
```

## design/flow/config.mk

```make
export PLATFORM = sky130hd
export DESIGN_NAME = subtractor
export DESIGN_NICKNAME = subtractor
export VERILOG_FILES = /design/flow/design.v
export SDC_FILE = /design/flow/constraint.sdc
export NUM_CORES = 4
export LEC_CHECK = 1
export CORE_UTILIZATION = 30
```

## design/flow/constraint.sdc

```tcl
current_design subtractor

set clk_period 27.2
set clk_io_pct 0.2

create_clock -name clk0 -period $clk_period

set non_clock_inputs [all_inputs -no_clocks]
set_input_delay [expr $clk_period * $clk_io_pct] -clock clk0 $non_clock_inputs
set_output_delay [expr $clk_period * $clk_io_pct] -clock clk0 [all_outputs]
```

==> flow_summary.json <==
{
  "worstHoldPathType": "in2out",
  "grt_first_pass_wirelength_um": 21000,
  "ys.warnings.count": 0,
  "fa_ha_maj_cells_area_fraction_pct": 20.3,
  "result_of_the_run": "finished, final reports clean",
  "power_switching_uw": 66.7,
  "worstPathRequired_ps": 21760,
  "pin_count_of_the_biggest_net_entering_global_routing": 11,
  "cp_slowest_cell": "sky130_fd_sc_hd__clkdlybuf4s50_1",
  "pin_slew_with_the_least_headroom_to_its_limit_ps": 494,
  "die_w_um": 117,
  "grt_most_used_layer": "met2",
  "place_inst": 963,
  "drc": 0,
  "drive_gt1_share_pct": 1.77,
  "headroom_to_the_max_slew_limit_pct": 67.0,
  "synthCells": 625,
  "dp_hpwl_um": 11800,
  "setup_violations": 0,
  "path_delay_family": "AND-OR/OR-AND gates",
  "finalMaxSlewViolations": 0,
  "timing_worst_setup_path_type": "in2out",
  "met2_usage_pct": 31.5,
  "post_syn_area_um2": 3980,
  "worstHoldStart": "b[0]",
  "floorplan.io_pins": 192,
  "total_negative_setup_slack_ps": 0,
  "finalNonFillerCells": 964,
  "synth.yosys.seq_area_share_pct": 0,
  "cpMostUsedCell": "sky130_fd_sc_hd__clkdlybuf4s50_1",
  "drtIter0Drc": 242,
  "arrival_ps": 9100,
  "global_routing_usage_on_met1_pct": 28.6,
  "vias": 4836,
  "power.sequential.fraction_pct": 0,
  "ir_worst_vdd_mv": 0.0133,
  "design.die.area_um2": 13700,
  "finalWirelength_um": 13400,
  "dieHeight_um": 117,
  "synth-cells-yosys": 625,
  "avgRoutedWirePerCell_um": 13.9,
  "vias_per_cell": 5.02,
  "cellPowerDensity_nw_per_um2": 25.8,
  "detail_route.first_pass.iterations": 5,
  "final_hold_viol_count": 0,
  "critical_path.max_fanout": 4,
  "hold_ws_ps": 11870,
  "syn-mean-instance-area_um2": 6.36,
  "worstSetupStartpoint": "a[0]",
  "floorplan_core_density_pct": 31.1,
  "ys_chip_area_um2": 3980,
  "swShare_pct": 43.3,
  "layout_min_cycle_time_ps": 14540,
  "start_kind": "primary input",
  "antenna_found_initial": 1,
  "final-seq-area_um2": 0,
  "floorplan.core_area_um2": 12800,
  "grt_use_met3_pct": 1.21,
  "cts-resized-gates": 0,
  "clkPwrFrac_pct": 0,
  "synth.distinct_cells": 53,
  "flow.area_growth_from_synthesis_pct": 50.2,
  "groute.usage.overall_pct": 19.1,
  "max_freq_mhz": 68.8,
  "finalPower_uw": 154,
  "synth.cellmix.xorXnorShare_pct": 13.4,
  "log.warning_count": 32,
  "cts_setup_buffers": 0,
  "antenna_left": 0,
  "finish.utilization_pct": 46.8,
  "post_synth_mux_area_share_pct": 0.252,
  "cp_num_buf_inv": 3,
  "layout_worst_path_cycle_share_pct": 53.4,
  "placement.io_buffers": 192,
  "ff_count": 0,
  "setup_repair_after_global_routing_missed_its_margin": "no",
  "clockBufferCount": 0,
  "critical_path.cell_chain": "clkdlybuf4s50_1 > inv_1 > ha_1 > fa_1 > nand2b_1 > a21oi_1 > o21a_1 > o21ai_0 > a21o_1 > o21ai_1 > a31oi_1 > o31ai_1 > xor2_1 > clkdlybuf4s50_1",
  "synth.cellmix.simpleShare_pct": 21.9,
  "comb_power_share_pct": 100.0,
  "first_global_vias": 4544,
  "design_internal_power_uw": 87.5,
  "cp_slowest_stage_delay_ps": 480,
  "cts_hold_repair.buffers": 0,
  "end_kind": "primary output",
  "n_fill_cell": 1266,
  "yosys.area_share.aoi_pct": 33.1,
  "drv.max_cap_violation_count": 0,
  "globalRouteOverflowTotal": 0,
  "leakage_nw": 2.63,
  "gp_routability_congestion": 0.934,
  "logic_family": "AND-OR/OR-AND gates",
  "placementRows": 41
}
[worst min-delay path: stages]
cell,delay [ps]
sky130_fd_sc_hd__clkdlybuf4s50_1,460
sky130_fd_sc_hd__ha_1,110
sky130_fd_sc_hd__inv_1,30
sky130_fd_sc_hd__clkdlybuf4s50_1,380
[path summary, 6_finish.rpt]
path / to / cells past startpoint
min: result[0] / 4
max: result[62] / 14
[cell families (layout without fill, tap and decap cells)]
family,after synthesis,count (layout)
AOI/OAI and AO/OA,209,209
and+or+nand+nor,185,185
buffers and inverters,105,271
adders and majority gates,64,64
xor gates and xnor gates,61,61
muxes,1,1
other,0,1
[through the flow]
stage	setup WS [ps]	instance area (um^2)
2_1_floorplan	14120	3980
5_1_grt	12370	5980
6_report	12660	5980
3_5_place_dp	12660	5970
4_1_cts	12650	5970
3_3_place_gp	12740	5970
[synth_stat cells, types with 2 or more instances]
cell type | instances | share of area [%]
sky130_fd_sc_hd__a31oi_1 | 7 | 1.1
sky130_fd_sc_hd__buf_6 | 4 | 1.1
sky130_fd_sc_hd__inv_1 | 79 | 7.5
sky130_fd_sc_hd__nor4_1 | 6 | 0.94
sky130_fd_sc_hd__ha_1 | 63 | 20
sky130_fd_sc_hd__nor3_1 | 11 | 1.4
sky130_fd_sc_hd__a211oi_1 | 3 | 0.57
sky130_fd_sc_hd__a211o_1 | 2 | 0.44
sky130_fd_sc_hd__o31ai_1 | 2 | 0.38
sky130_fd_sc_hd__nor2b_1 | 7 | 1.1
sky130_fd_sc_hd__o21bai_1 | 9 | 1.7
sky130_fd_sc_hd__or2_2 | 2 | 0.31
sky130_fd_sc_hd__a21oi_2 | 2 | 0.44
sky130_fd_sc_hd__xnor2_1 | 34 | 7.5
sky130_fd_sc_hd__and3_1 | 3 | 0.47
sky130_fd_sc_hd__o21ai_2 | 2 | 0.44
sky130_fd_sc_hd__a221oi_1 | 2 | 0.44
sky130_fd_sc_hd__o21ai_0 | 47 | 5.9
sky130_fd_sc_hd__o211ai_1 | 3 | 0.57
sky130_fd_sc_hd__nand2b_1 | 10 | 1.6
sky130_fd_sc_hd__o21a_1 | 5 | 0.94
sky130_fd_sc_hd__o21ai_1 | 6 | 0.75
sky130_fd_sc_hd__nand2_1 | 58 | 5.5
sky130_fd_sc_hd__nand3_1 | 12 | 1.5
sky130_fd_sc_hd__a21oi_1 | 84 | 11
sky130_fd_sc_hd__nor2_1 | 45 | 4.2
sky130_fd_sc_hd__buf_2 | 7 | 0.88
sky130_fd_sc_hd__a41oi_1 | 4 | 0.88
sky130_fd_sc_hd__a21o_1 | 16 | 3.0
sky130_fd_sc_hd__and2_1 | 3 | 0.47
sky130_fd_sc_hd__or3_1 | 3 | 0.47
sky130_fd_sc_hd__nand4_1 | 23 | 3.6
sky130_fd_sc_hd__o31a_1 | 3 | 0.66
sky130_fd_sc_hd__xor2_1 | 27 | 5.9
sky130_fd_sc_hd__clkbuf_1 | 13 | 1.2
[cell type report]
class / instances / area [um^2] / area share (%)
inverters: 79 / 297 / 4.96
repair buffers: 192 / 1920 / 32.2
multi-input cells: 520 / 3540 / 59.2
well taps: 172 / 215 / 3.60
diodes: 1 / 2.50 / 0.0419
[power by group through the flow]
stage	registers, mW	logic [mW]	clock network [mW]
final	0	0.154	0.00000000492
after CTS	0	0.155	0
after global routing	0	0.170	0.00000000492
[per-layer routing]
layer,vias to the layer above,routed length [um]
li1,2543,-
met4,0,68
met3,4,778
met5,-,0
met1,2129,6590
met2,160,5950
[placed cells by master (no fill, tap or decap), drive strengths merged, types with 9 or more instances in the layout]
cell / Yosys / final
nor2: 45 / 45
nor3: 11 / 11
xnor2: 34 / 34
nand3: 12 / 12
o21bai: 9 / 9
o21ai: 55 / 55
clkdlybuf4s50: 0 / 192
nand4: 23 / 23
inv: 79 / 79
nand2: 58 / 58
a21o: 16 / 16
nand2b: 10 / 10
ha: 63 / 63
a21oi: 87 / 87
xor2: 27 / 27
