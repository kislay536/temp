## flow/config.mk

```make
export PLATFORM = sky130hd
export DESIGN_NAME = adder
export DESIGN_NICKNAME = adder
export VERILOG_FILES = /design/flow/design.v
export SDC_FILE = /design/flow/constraint.sdc
export NUM_CORES = 4
export LEC_CHECK = 1
export CORE_AREA = 10 10 120 120
export DIE_AREA = 0 0 130 130
```

## flow/constraint.sdc

```tcl
current_design adder

set clk_period 27.6
set clk_io_pct 0.2

create_clock -name clk0 -period $clk_period

set non_clock_inputs [all_inputs -no_clocks]
set_input_delay [expr $clk_period * $clk_io_pct] -clock clk0 $non_clock_inputs
set_output_delay [expr $clk_period * $clk_io_pct] -clock clk0 [all_outputs]
```

## flow/design.v

```verilog
module adder (
    input  [63:0] a,
    input  [63:0] b,
    output [63:0] result
);
    assign result = a + b;
endmodule
```

## flow/run.sh

```bash
#!/bin/bash
# OpenROAD 26Q1-2900-gdf79404cd8, Yosys 0.63+post, stock flow scripts
make -C /OpenROAD-flow-scripts/flow DESIGN_CONFIG=/design/flow/config.mk WORK_HOME=/design/flow/orfs finish
```

==> flow_summary.json <==
{
  "relSlewSlack": 0.6472,
  "grt_pass1_vias": 4625,
  "design_power_total_uw": 154.6,
  "grt_use_total": 0.1670,
  "syn_avg_cell_area_um2": 6.876,
  "pre_cts_ws_ns": 13.11,
  "min-delay-start": "b[0]",
  "dieArea_um2": 16900,
  "viasPerCell": 5.427,
  "final_cell_area_um2": 5814,
  "n_fill_cell": 1192,
  "final.min_clock_period_ns": 14.52,
  "num_vias": 4738,
  "first_iter_violations": 297,
  "regArea_um2": 0,
  "die_y_um": 130,
  "antenna_found_initial": 0,
  "finalHoldViolCount": 0,
  "path_buffers": 2,
  "portBuffers": 192,
  "place_area_um2": 5814,
  "final_max_slew_viol_count": 0,
  "synthCells": 555,
  "fp-row-count": 40,
  "ctsHoldBuffers": 0,
  "nClkBuffers": 0,
  "cp-start-kind": "primary input",
  "holdWs_ns": 12.07,
  "worstSetupEndpointType": "primary output",
  "crit_path_cell_trace": "clkdlybuf4s50_1 -> ha_1 -> fa_1 -> a21oi_2 -> nor2_1 -> nor4_4 -> nor2_1 -> a21oi_4 -> a21oi_1 -> o32ai_1 -> o21ai_1 -> xor2_1 -> clkdlybuf4s50_1",
  "status": "finished clean",
  "ant_nets": 0,
  "yosysCellCount": 555,
  "cp_top_family": "AND-OR/OR-AND gates",
  "yosys.cell_types.count": 65,
  "yosys_warnings": 0,
  "core-area_um2": 11910,
  "cts-resized-gates": 0,
  "wire_per_inst_um": 17.08,
  "syn2layout_area_growth_pct": 52.36,
  "hpwlAfterDp_mm": 13.32,
  "synth_area_um2": 3816,
  "grt-ovfl-total": 0,
  "log.warning_count": 32,
  "clock.fmax_mhz": 68.88,
  "min_to": "result[0]",
  "power.density_nw_per_um2": 26.59,
  "dp_cells": 873,
  "path_max_fanout": 5,
  "hold_depth": 3,
  "setup_viol": 0,
  "fp_util": 0.3204,
  "path_class": "primary input to primary output",
  "ir_worst_vdd_mv": 0.01387,
  "postCtsSetupBuffers": 0,
  "rsz0062_at_grt": "no",
  "die_x_um": 130,
  "cp_slowest_stage_delay_ns": 0.50,
  "drive_above_1_share": 0.03306,
  "hp-class": "primary input to primary output",
  "final_cell_count_no_fill": 873,
  "gp_congestion": 0.9653,
  "tightestPinTransition_ns": 0.5237,
  "final_util": 0.4881,
  "design.seq.count": 0,
  "timing.final.crit_share": 0.5260,
  "drt_wl_total_mm": 14.91,
  "ys_seq_frac": 0,
  "antenna_cells": 0,
  "yosys_area_um2": 3816,
  "first_pass_iters": 8,
  "finalSetupTns_ns": 0,
  "drc": 0,
  "setup_ws_ns": 13.08,
  "worstPathArrival_ns": 9.00,
  "grt_pass1_wl_mm": 23.47,
  "grt_max_degree": 12,
  "pin_count": 192,
  "logic_area_um2": 3656,
  "slowest_stage": "o32ai_1",
  "leakage_nw": 2.423,
  "maxCapViolations": 0,
  "critical_path_required_ns": 22.08
}
==> Yosys cell counts, drive strengths merged (2+ instances only) <==
cell type	instances	share of area
a211oi	3	0.0059
a21boi	5	0.012
a21o	35	0.069
a21oi	80	0.11
a31oi	6	0.0098
a41oi	3	0.0069
and2	3	0.0049
and3	7	0.012
and4	2	0.0046
buf	16	0.023
clkbuf	5	0.0052
ha	63	0.21
inv	14	0.014
nand2	54	0.054
nand2b	5	0.0082
nand3	19	0.026
nand3b	4	0.0079
nand4	17	0.028
nor2	41	0.042
nor2b	6	0.0098
nor3	9	0.012
nor4	4	0.012
o211ai	4	0.0079
o21a	7	0.014
o21ai	42	0.059
o21bai	13	0.026
o221ai	2	0.0062
o311ai	3	0.0069
o31a	2	0.0046
o31ai	2	0.0089
or2	2	0.0033
or3	3	0.0049
or3b	2	0.0046
xnor2	37	0.085
xor2	23	0.053
==> layout by cell type, fill, tap and decap left out, types with 14 or more instances in the layout <==
cell	count
clkdlybuf4s50_1	192
a21oi_1	75
ha_1	63
nand2_1	52
nor2_1	39
xnor2_1	37
a21o_1	35
o21ai_0	23
xor2_1	23
nand3_1	18
nand4_1	17
o21ai_1	15
inv_1	14
==> final cells by class <==
type	count	area share
Inverter	14	0.009038
Tap cell	147	0.03163
Timing Repair Buffer	192	0.3305
Multi-Input combinational cell	520	0.6288
==> per-layer routing <==
layer / up-vias / part of all wire / GRT usage
li1: 2415 / - / -
met1: 2165 / 0.44 / 0.2214
met2: 150 / 0.48 / 0.2887
met3: 8 / 0.070 / 0.02840
met4: 0 / 0.0096 / 0.01323
met5: - / 0 / 0
==> worst min-delay path, stage by stage <==
cell and delay, ns:
clkdlybuf4s50_1 0.46, ha_1 0.12, clkdlybuf4s50_1 0.46
==> worst max path at each step <==
stage / to / slack [ns] / cells after the start / startpoint
finish: result[44] / 13.08 / 13 / a[0]
global route: result[44] / 12.89 / 13 / a[0]
CTS: result[44] / 13.08 / 13 / a[0]
==> power by group <==
part	total (mW)	switching [mW]	internal [mW]
Combinational	0.155	0.0663	0.0884
Sequential	0	0	0
Clock	0	0	0
==> cells by family (layout without fill, tap and decap cells) <==
group                    Yosys count  count (layout)  synth area share
AND-OR/OR-AND                    217             217            0.3725
XOR/XNOR                          60              60            0.1377
adder cells (fa/ha/maj)           64              64            0.2118
buffers and inverters             35             206           0.04196
AND/OR/NAND/NOR                  179             179            0.2361
No activity file was given, so power comes from the tool's default toggle rates.
